--- flow/design.v ---
module DisplayMux(
  out,
  sel,
  in0,
  in1,
  in2,
  in3,
  in4,
  in5,
  in6,
  in7,
  in8
);
  input [7:0] in0, in1, in2, in3, in4, in5, in6, in7, in8;
  input [3:0] sel;
  output [7:0] out;
  reg [7:0] out;
  always @ (in0 or in1 or in2 or in3 or in4 or in5 or in6 or in7 or in8 or sel) begin
    case (sel)
      4'b0000: out = in0;
      4'b0001: out = in1;
      4'b0010: out = in2;
      4'b0011: out = in3;
      4'b0100: out = in4;
      4'b0101: out = in5;
      4'b0110: out = in6;
      4'b0111: out = in7;
      4'b1000: out = in8;
      default: out = 8'bx;
    endcase
  end
endmodule
module OverflowMux(
  out,
  sel,
  in0,
  in1
);
  input in0, in1;
  input [3:0] sel;
  output out;
  reg out;
  always @ (in0 or in1 or sel) begin
    case (sel)
      4'b0000: out = in0;
      4'b0110: out = in1;
      default: out = 1'bx;
    endcase
  end
endmodule
module ByteAnd (A, B, out);
  input [7:0] A;
  input [7:0] B;
  output [7:0] out;
  reg [7:0] out;
  integer index;
  always @(*) begin
    for (index = 0; index < 8; index++) begin
      out[index] = A[index] & B[index];
    end
  end
endmodule
module ByteOr (A, B, out);
  input [7:0] A;
  input [7:0] B;
  output [7:0] out;
  reg [7:0] out;
  integer index;
  always @(*) begin
    for (index = 0; index < 8; index++) begin
      out[index] = A[index] | B[index];
    end
  end
endmodule
module ByteXor (A, B, out);
  input [7:0] A;
  input [7:0] B;
  output [7:0] out;
  reg [7:0] out;
  integer index;
  always @(*) begin
    for (index = 0; index < 8; index++) begin
      out[index] = A[index] ^ B[index];
    end
  end
endmodule
module ByteNot (A, out);
  input [7:0] A;
  output [7:0] out;
  reg [7:0] out;
  integer index;
  always @(*) begin
    for (index = 0; index < 8; index++) begin
      out[index] = !A[index];
    end
  end
endmodule
module FullAdder (A, B, Cin, Sum, Cout);
  input A;
  input B;
  input Cin;
  output Sum;
  output Cout;
  wire Xor1, Sum, And1, And2, Cout;
  xor(Xor1, A, B);
  and(And1, A, B);
  xor(Sum, Cin, Xor1);
  and(And2, Cin, Xor1);
  or(Cout, And1, And2);
endmodule
module ByteAdder (A, B, Cin, out, Cout);
  input [7:0] A;
  input [7:0] B;
  input Cin;
  output [7:0] out;
  output Cout;
  wire c1, c2, c3, c4, c5, c6, c7;
  FullAdder fa0(A[0], B[0], Cin, out[0], c1);
  FullAdder fa1(A[1], B[1], c1, out[1], c2);
  FullAdder fa2(A[2], B[2], c2, out[2], c3);
  FullAdder fa3(A[3], B[3], c3, out[3], c4);
  FullAdder fa4(A[4], B[4], c4, out[4], c5);
  FullAdder fa5(A[5], B[5], c5, out[5], c6);
  FullAdder fa6(A[6], B[6], c6, out[6], c7);
  FullAdder fa7(A[7], B[7], c7, out[7], Cout);
endmodule
module ByteSub (A, B, Diff, Cout);
  input [7:0] A;
  input [7:0] B;
  output [7:0] Diff;
  output Cout;
  wire [7:0] notB;
  ByteNot byteNot(B, notB);
  ByteAdder byteAdder(A, notB, 1'b1, Diff, Cout);
endmodule
module shiftRight #(parameter MSB=8) (clk, clr, si, so, oflow);
    input clk,  clr;
    input [7:0] si;
    output [7:0] so;
    output oflow;
    reg bitOut;
    reg [7:0] tmp;
    always @(posedge clk or posedge clr)
    begin
        if (clr)
           tmp <= 8'b00000000;
        else
	begin
		tmp = si;
		bitOut <= tmp[0];
           	tmp <= {1'b0, tmp[7:1]};
	end
    end
    assign so = tmp;
    assign oflow = bitOut;
endmodule
module shiftLeft #(parameter MSB=8) (clk, clr, si, so, oflow);
input clk, clr;
input [7:0] si;
output [7:0] so;
output oflow;
reg bitOut;
reg [7:0] tmp;
always @(posedge clk or posedge clr)
begin
	if(clr)
		tmp <= 8'b00000000;
	else
	begin
		tmp = si;
		bitOut <= tmp[7];
		tmp <= {tmp[6:0], 1'b0};
	end
end
assign so = tmp;
assign oflow = bitOut;
endmodule
module main;
  reg clock;
  reg [7:0] A;
  reg [7:0] B;
  reg addCin;
  wire [7:0] sum;
  wire addCout;
  ByteAdder byteAdder(A, B, addCin, sum, addCout);
  wire [7:0] diff;
  wire subCout;
  ByteSub byteSub(A, B, diff, subCout);
  wire [7:0] aAndB;
  ByteAnd byteAnd(A, B, aAndB);
  wire [7:0] aOrB;
  ByteOr byteOr(A, B, aOrB);
  wire [7:0] aXorB;
  ByteXor byteXor(A, B, aXorB);
  wire [7:0] notA;
  ByteNot byteNot(A, notA);
  reg clear;
  wire [7:0] shiftALeft;
  wire leftOverflow;
  shiftLeft shftLeft(clock, clear, A, shiftALeft, leftOverflow);
  wire [7:0] shiftARight;
  wire rightOverflow;
  shiftRight shftRight(clock, clear, A, shiftARight, rightOverflow);
  reg [7:0] lastSolution;
  reg [7:0] solution;
  wire [7:0] out;
  reg [3:0] mode;
  DisplayMux displayMux(out, mode,
    sum,
    diff,
    aAndB,
    aOrB,
    aXorB,
    notA,
    shiftALeft,
    shiftARight,
    lastSolution
  );
  wire overflow;
  OverflowMux overflowMux(overflow, mode,
    addCout,
    leftOverflow
  );
  always @(posedge clock) begin
    solution = out;
    lastSolution = solution;
  end
  reg reset;
  always @(posedge clock) begin
    if (reset == 1'b1) begin
      A = 8'b0;
      B = 8'b0;
      lastSolution = 8'b0;
      solution = 8'b0;
    end
  end
  initial begin
    #1
    A[7:0]=8'b11111100; B[7:0]=8'b00000000; mode=4'b0000; addCin=1; #1 clock=0; clock=1;
    $display("ADD | Mode: %b | AddCin: %b", mode, addCin); display;
    A[7:0]=8'b10101010; B[7:0]=8'b01010101; mode=4'b0000; addCin=0; #1 clock=0; clock=1;
    $display("ADD | Mode: %b | AddCin: %b", mode, addCin); display;
    A[7:0]=8'b10101010; B[7:0]=8'b11110000; mode=4'b0001; #1 clock=0; clock=1;
    $display("SUB | Mode: %b", mode); display;
    A[7:0]=8'b11110000; B[7:0]=8'b11000000; mode=4'b0001; #1 clock=0; clock=1;
    $display("SUB | Mode: %b", mode); display;
    A[7:0]=8'b11111111; B[7:0]=8'b10101010; mode=4'b0010; #1 clock=0; clock=1;
    $display("AND | Mode: %b", mode); display;
    reset=1'b1; clock=0; clock=1; #1 $display("RESET REGISTERS"); display;
    reset=1'b0;
    mode=4'b0011; #1 clock=1; clock=0;
    $display("OR | Mode: %b", mode); display;
    A[7:0]=8'b10101111; B[7:0]=8'b00101100; mode=4'b0011; #1 clock=1; clock=0;
    $display("OR | Mode: %b", mode); display;
    mode=4'b1000; #1 clock=1; clock=0;
    $display("LAST SOLUTION | Mode: %b", mode); display;
    A[7:0]=8'b11111111; B[7:0]=8'b00101100; mode=4'b0100; #1 clock=1; clock=0;
    $display("XOR | Mode: %b", mode); display;
    mode=4'b0101; #1 clock=1; clock=0;
    $display("NOT A | Mode: %b", mode); display;
    A = 8'b11111111;
    repeat (8) begin
      mode=4'b110; #1 clock=1; clock=0;
      $display("SHIFT A LEFT | Mode: %b", mode); display;
      A=out;
    end
    A = 8'b11111111;
    repeat (8) begin
      mode=4'b0111; #1 clock=1; clock=0;
      $display("SHIFT A RIGHT | Mode: %b", mode); display;
      A=out;
    end
  end
  task display;
    #1 $display("A: %b | B: %b | Output: %b | Overflow: %b\n", A, B, out, overflow);
  endtask
endmodule
--- flow/constraint.sdc ---
current_design DisplayMux

set clk_period 2.5
set clk_io_pct 0.2

create_clock -name clk0 -period $clk_period

set non_clock_inputs [all_inputs -no_clocks]
set_input_delay [expr $clk_period * $clk_io_pct] -clock clk0 $non_clock_inputs
set_output_delay [expr $clk_period * $clk_io_pct] -clock clk0 [all_outputs]
--- flow/config.mk ---
export PLATFORM = sky130hd
export DESIGN_NAME = DisplayMux
export DESIGN_NICKNAME = DisplayMux
export VERILOG_FILES = /design/flow/design.v
export SDC_FILE = /design/flow/constraint.sdc
export NUM_CORES = 4
export LEC_CHECK = 1
export CORE_AREA = 10 10 70 70
export DIE_AREA = 0 0 80 80
--- flow/run.sh ---
#!/bin/bash
# OpenROAD 26Q1-2900-gdf79404cd8, Yosys 0.63+post, stock flow scripts
make -C /OpenROAD-flow-scripts/flow DESIGN_CONFIG=/design/flow/config.mk WORK_HOME=/design/flow/orfs finish
==> notes.md <==
yosys + openroad results -> status=finished clean, tool warnings=33, crit path launch=sel[2], Multiplexer share=0.200, largest non-sequential cell family by area=AND-OR/OR-AND gates, number of global-route vias before repair=1,288, chip height=about 80 um, AO/OA Area Share=0.421, Syn Inst Count=87, die area=0.00640 mm2, Worst Setup End Kind=output pin, initial drt markers=27, fill count=304, hpwl dp=3270 um, yosys stat area=743 um2, clock buf count=0, post-route setup TNS=0 ns, xor/xnor share=0.0219, Mean Syn Cell Area=8.54 um2, yosys stat cell total=87, crit path max fanout=8, first-pass GRT wire length=6180 um, width of the die=around 80 um, Final setup viols=0, via count=around 1,200, DRT Wirelength=3770 um, synth unique cells=38, MaxCap Viol Count=0, Seq share, synth=0, Final Max Slew Viols=0, Initial DRT Pass Iterations=2, yosys simple share=0.266, Storage cell area=0 um2, Layout area overhead=170%, DRC=0, Crit Path Class=in2out, post-route clock period utilization=0.964, Post-CTS Hold Buffers=0, Core Area=0.00342 mm2, Commonest Layout Cell=clkdlybuf4s50_1, final hold violation count=0, I/O Buffers=84, CP Data Required Time=2.00 ns, largest net degree at the start of global routing=9, GRT Util Overall=0.117, Synth Warn #=1, average via count per standard cell=4.77, hold_sp=sel[3], worst hold margin=approximately 1.5 ns, Max VDD drop=between 0.07 and 0.08 mV, layout cells sized above 1=0.401, Core Rows=21, Hold Crit Class=in2out, leakage power=0.841 nW, Adder Area Share=0, PD cells=between 150 and 200 mW/mm2, Seq cells=0, DR WL/cell=14.9 um, actual slew at the worst max-slew pin=0.247 ns, global route total overflow=0, Starting Density=0.218, antenna cell count=0, Power Total=0.319 mW, most frequent cells in the layout=72 x clkdlybuf4s50_1, 37 x buf_4, 9 x a22oi_1, 7 x buf_6, Cell Area, Synth=743 um2, placer congestion estimate=0.797, Max Fclk=415 MHz, Worst Path Arrival=1.91 ns, DRT antenna net count=0, Startpoint Class=input pin, Rel. slew slack=0.833, I/O Pins=84, minimum clock period=2.41 ns, initial antenna violation count=0
==> power breakdown <==
part | leakage [nW] | internal [mW] | switching (mW)
Combinational | 0.841 | 0.225 | 0.0944
Sequential | 0 | 0 | 0
Clock | 0 | 0 | 0
==> synthesized netlist by cell type, drive strengths merged <==
cell type | n | area (um2)
a22o | 3 | 26.3
nor2 | 2 | 7.51
and2 | 1 | 6.26
o311ai | 1 | 8.76
a32o | 2 | 20.0
o2bb2ai | 3 | 26.3
mux4 | 1 | 26.3
nand3b | 1 | 7.51
nand2 | 6 | 22.5
o211ai | 2 | 15.0
mux2i | 1 | 10.0
a221oi | 3 | 32.5
nor2b | 7 | 43.8
or3 | 1 | 6.26
nor3 | 1 | 16.3
a2111o | 1 | 11.3
a31oi | 1 | 6.26
mux2 | 9 | 113
or2 | 1 | 6.26
and2b | 1 | 7.51
a211o | 3 | 26.3
nand2b | 1 | 6.26
a22oi | 14 | 105
nor3b | 2 | 20.0
xor2 | 1 | 16.3
and3b | 1 | 8.76
buf | 8 | 67.6
nor4b | 3 | 32.5
o22ai | 3 | 18.8
a32oi | 1 | 8.76
o31ai | 1 | 7.51
nand4 | 1 | 6.26
==> per-layer routing <==
metal | routed length [um] | track usage | vias up
li1 | - | - | 606
met2 | 2020 | 0.224 | 32
met5 | 0 | 0 | -
met3 | 242 | 0.0239 | 0
met4 | 0 | 0 | 0
met1 | 1510 | 0.136 | 569
==> critical path, cell delays in order <==
cell and delay (ns):
buf_2 0.14, buf_6 0.14, and3b_2 0.24, buf_4 0.14, a22oi_2 0.17, o2bb2ai_2 0.08, a211o_1 0.26, dlygate4sd2_1 0.24
==> cell families after synthesis <==
family,Yosys count
buffers and inverters,8
multiplexers,11
AND/OR/NAND/NOR,29
XOR/XNOR,1
AND-OR/OR-AND,38
==> repair_timing <==
| item | in CTS | in global routing |
|---|---|---|
| endpoints found under the hold margin | 0 | 0 |
| gates resized | 52 | 8 |
| pin swaps | 15 | 12 |
| endpoints found under the setup margin | 8 | 5 |
| setup buffers | 11 | 7 |
==> layout make-up <==
cell class	instances	area (um2)	area share
Multi-Input combinational cell	79	783	0.391
Tap cell	46	57.6	0.0287
Timing Repair Buffer	128	1160	0.581
==> path summary, 6_finish.rpt <==
| kind | to | slack, ns | cells after the start |
|---|---|---|---|
| hold / removal | out[1] | 1.52 | 4 |
| setup / recovery | out[3] | 0.09 | 8 |
==> per-stage QoR <==
stage	util	area [um2]	setup slack (ns)	std cells
6_report	0.587	2010	0.0892	253
4_1_cts	0.577	1970	-0.0382	246
3_3_place_gp	0.518	1770	-0.501	235
2_1_floorplan	-	743	0.530	87
5_1_grt	0.587	2010	-0.00139	253
3_5_place_dp	0.518	1770	-0.510	235
Power is estimated from default activity; no workload was simulated.
